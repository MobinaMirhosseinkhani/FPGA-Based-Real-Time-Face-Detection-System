--- ./design.v ---
module dense_layer(
    input clk,
    input rst, 
    output reg out
);
    reg [31:0] weights [0:199];   
    reg [31:0] bias [0:1];
    integer i, j;
    reg [1:0] output_data;
    reg [1:0] temp_output; 
    reg [31:0] input_data [99:0];
initial
begin
	bias[0]=32'h3F27D4FE;
	bias[01]=32'h3F27D4FE;
weights[0]=32'hBEC1C283;
weights[1]=32'h3F0A4075;
weights[2]=32'h3F2DCB21;
weights[3]=32'hBE7AEAE0;
weights[4]=32'hBE692930;
weights[5]=32'h3D8551E4;
weights[6]=32'hBF40A5F6;
weights[7]=32'h3F2CDBF5;
weights[8]=32'hBF173B19;
weights[9]=32'h3F5793D7;
weights[10]=32'hBF4B2135;
weights[11]=32'h3F1EAAA3;
weights[12]=32'hBF402620;
weights[13]=32'h3F822F5C;
weights[14]=32'hBF16B54D;
weights[15]=32'h3F471755;
weights[16]=32'h3EA69AC8;
weights[17]=32'hBEAF9F0F;
weights[18]=32'hBE8FA82D;
weights[19]=32'h3E0BC16B;
weights[20]=32'hBF33260F;
weights[21]=32'h3F04F23B;
weights[22]=32'hBEB9442A;
weights[23]=32'h3DF124AD;
weights[24]=32'hBFB24F3E;
weights[25]=32'h3FB74434;
weights[26]=32'h3E9F553C;
weights[27]=32'hBE02D423;
weights[28]=32'hBDE495F1;
weights[29]=32'h3DCD3BAB;
weights[30]=32'hBDF8211C;
weights[31]=32'hBE90889B;
weights[32]=32'hBEA46777;
weights[33]=32'h3EB46872;
weights[34]=32'hBFA6109E;
weights[35]=32'h3FAB1CD2;
weights[36]=32'hBF340694;
weights[37]=32'h3F523178;
weights[38]=32'hBD7F5599;
weights[39]=32'h3E57B7F8;
weights[40]=32'h3E4E2D81;
weights[41]=32'h3E314E46;
weights[42]=32'hBFEEECA0;
weights[43]=32'h4007FD5E;
weights[44]=32'hBF2FE4B0;
weights[45]=32'h3EF40AF6;
weights[46]=32'h3F1FAC8D;
weights[47]=32'hBF42E7DC;
weights[48]=32'h3F230C1C;
weights[49]=32'hBF44B6F8;
weights[50]=32'h3F5610ED;
weights[51]=32'hBF1A97AB;
weights[52]=32'h3F3AFD1F;
weights[53]=32'hBF459DC5;
weights[54]=32'hBF0833CA;
weights[55]=32'h3F2D6978;
weights[56]=32'hBFEF5245;
weights[57]=32'h3FF5EABD;
weights[58]=32'h3E7E26B7;
weights[59]=32'hBDDD44E3;
weights[60]=32'hBD90AECF;
weights[61]=32'h3EC6C066;
weights[62]=32'h3FD16960;
weights[63]=32'hBF9618DA;
weights[64]=32'hBD5D3183;
weights[65]=32'h3DDF943A;
weights[66]=32'h3F176A60;
weights[67]=32'hBF2F7802;
weights[68]=32'h3FFB236A;
weights[69]=32'hC00E7D24;
weights[70]=32'h401DBAD4;
weights[71]=32'hC01C3D8E;
weights[72]=32'h3EDF8C33;
weights[73]=32'hBF1CD14B;
weights[74]=32'h3DDE385B;
weights[75]=32'hBE077AB4;
weights[76]=32'h3F8C51A8;
weights[77]=32'hBF7857BA;
weights[78]=32'hBF01B24E;
weights[79]=32'h3F15DA66;
weights[80]=32'h3E3875CA;
weights[81]=32'h3DBC088F;
weights[82]=32'hBED49BC6;
weights[83]=32'hBD37F41E;
weights[84]=32'hBD50B006;
weights[85]=32'h3D99DB51;
weights[86]=32'h3EFD2E40;
weights[87]=32'hBEF628D9;
weights[88]=32'h3F5483DC; 
weights[89]=32'hBF492646;
weights[90]=32'h3FA98500;
weights[91]=32'hBFBD2B7F;
weights[92]=32'h3F9150AA;
weights[93]=32'hBF87E17B;
weights[94]=32'h3DAAB1DD;
weights[95]=32'hBDA7AD16;
weights[96]=32'hBE064DD4;
weights[97]=32'h3E85AE55;
weights[98]=32'hBF00D8B6;
weights[99]=32'h3F0D318E;
weights[100]=32'hBECA7DF3;
weights[101]=32'h3EC33B84;
weights[102]=32'hBE7B8C0F;
weights[103]=32'h3E88C10A;
weights[104]=32'h3F7B38D9;
weights[105]=32'hBF828C3E;
weights[106]=32'h3FBE065C;
weights[107]=32'hBFDCE51D;
weights[108]=32'hBF9C525C;
weights[109]=32'h3F56A17B;
weights[110]=32'hBF1C109C;
weights[111]=32'h3F201278;
weights[112]=32'h3FEC9FC1;
weights[113]=32'hBFE23B4E;
weights[114]=32'h3F9B3401;
weights[115]=32'hBF757CB3;
weights[116]=32'hBEFB8839;
weights[117]=32'h3E83D018;
weights[118]=32'hBF3F7041;
weights[119]=32'h3F27B431;
weights[120]=32'hBE0204AE;
weights[121]=32'h3D570233;
weights[122]=32'hBD205199;
weights[123]=32'h3D000ECA;
weights[124]=32'hBD4B36E1;
weights[125]=32'h3D2746B9;
weights[126]=32'hBB4091A8;
weights[127]=32'hBE929034;
weights[128]=32'hBEAB4C61;
weights[129]=32'h3EE59AA3;
weights[130]=32'h3D6B985A;
weights[131]=32'h3B8635E1;
weights[132]=32'hBE876B6C;
weights[133]=32'h3E10E57F;
weights[134]=32'h3EB3D059;
weights[135]=32'hBE4FAD84;
weights[136]=32'hBE544F4E;
weights[137]=32'h3F0835DC;
weights[138]=32'hBF00F6F9;
weights[139]=32'h3EF550FB;
weights[140]=32'h3EDDBCF3;
weights[141]=32'hBE77027B;
weights[142]=32'hBF1DC0B6;
weights[143]=32'h3F5A4A51;
weights[144]=32'hBE2A9AC8;
weights[145]=32'hBE08EC36;
weights[146]=32'h3E73EF03;
weights[147]=32'hBE15D165;
weights[148]=32'h3EDDDD38;
weights[149]=32'hBF2F6215;
weights[150]=32'h3F255959;
weights[151]=32'hBF20F2F9;
weights[152]=32'h3E786FC4;
weights[153]=32'hBE060FC3;
weights[154]=32'h3D646F0A;
weights[155]=32'hBEB1F8BE;
weights[156]=32'hBFBA3AC9;
weights[157]=32'h3FB4F38D;
weights[158]=32'h3EFDAAF5;
weights[159]=32'hBF39E21B;
weights[160]=32'h3F0E9B22;
weights[161]=32'hBF450DF4;
weights[162]=32'hBEDB025C;
weights[163]=32'h3EDADDE5;
weights[164]=32'hBEB33807;
weights[165]=32'h3EA34BE4;
weights[166]=32'hBF5B9067;
weights[167]=32'h3F631C5D;
weights[168]=32'h3EDB5F56;
weights[169]=32'hBE799BCE;
weights[170]=32'h3E1602C3;
weights[171]=32'hBEAD9164;
weights[172]=32'hBE864F6B;
weights[173]=32'h3F12E2A8;
weights[174]=32'hBED63690;
weights[175]=32'h3E7B8431;
weights[176]=32'hBF2307DE;
weights[177]=32'h3EB2AC08;
weights[178]=32'h3F7DB796;
weights[179]=32'hBF6CBA60;
weights[180]=32'h3F52CD77;
weights[181]=32'hBEF140A8;
weights[182]=32'hBD105A99;
weights[183]=32'hBEBC3061;
weights[184]=32'h3D9CCE46;
weights[185]=32'hBEA29097;
weights[186]=32'hBDAF4F91;
weights[187]=32'h3E231B55;
weights[188]=32'h3E657DCA;
weights[189]=32'h3DB23AF9;
weights[190]=32'h3D494B4B;
weights[191]=32'h3DFC2B9D;
weights[192]=32'h3DABEE9A;
weights[193]=32'hBDDB0068;
weights[194]=32'hBED60052;
weights[195]=32'h3D840676;
weights[196]=32'hBE904A05;
weights[197]=32'h3F05D4F2;
weights[198]=32'h3E7D961F;
weights[199]=32'hBEE769BE;
input_data[0] = 32'h9E ; 
input_data[1] = 32'h54 ; 
input_data[2] = 32'h8D ; 
input_data[3] = 32'h58 ; 
input_data[4] = 32'h58 ; 
input_data[5] = 32'h53 ; 
input_data[6] = 32'h59 ; 
input_data[7] = 32'h5A ; 
input_data[8] = 32'h2D ; 
input_data[9] = 32'hA9 ; 
input_data[10] = 32'hA7 ; 
input_data[11] = 32'h58 ; 
input_data[12] = 32'hA9 ; 
input_data[13] = 32'h63 ; 
input_data[14] = 32'h5C ; 
input_data[15] = 32'h54 ; 
input_data[16] = 32'h5D ; 
input_data[17] = 32'h5C ; 
input_data[18] = 32'h34 ; 
input_data[19] = 32'hB4 ; 
input_data[20] = 32'hAB ; 
input_data[21] = 32'hA2 ; 
input_data[22] = 32'h8A ; 
input_data[23] = 32'h26 ; 
input_data[24] = 32'h4B ; 
input_data[25] = 32'h59 ; 
input_data[26] = 32'h2E ; 
input_data[27] = 32'h2E ; 
input_data[28] = 32'h43 ; 
input_data[29] = 32'hBF ; 
input_data[30] = 32'hAE ; 
input_data[31] = 32'h7D ; 
input_data[32] = 32'h7D ; 
input_data[33] = 32'h37 ; 
input_data[34] = 32'h42 ; 
input_data[35] = 32'h37 ; 
input_data[36] = 32'h4F ; 
input_data[37] = 32'h32 ; 
input_data[38] = 32'h3B ; 
input_data[39] = 32'hC0 ; 
input_data[40] = 32'hAC ; 
input_data[41] = 32'hAE ; 
input_data[42] = 32'h8F ; 
input_data[43] = 32'h4A ; 
input_data[44] = 32'hB1 ; 
input_data[45] = 32'h55 ; 
input_data[46] = 32'h4C ; 
input_data[47] = 32'h5F ; 
input_data[48] = 32'h63 ; 
input_data[49] = 32'hC5 ; 
input_data[50] = 32'hAF ; 
input_data[51] = 32'hAD ; 
input_data[52] = 32'h9B ; 
input_data[53] = 32'h59 ; 
input_data[54] = 32'hC3 ; 
input_data[55] = 32'h68 ; 
input_data[56] = 32'h5F ; 
input_data[57] = 32'h5F ; 
input_data[58] = 32'hB3 ; 
input_data[59] = 32'hC5 ; 
input_data[60] = 32'hA6 ; 
input_data[61] = 32'h88 ; 
input_data[62] = 32'h67 ; 
input_data[63] = 32'h84 ; 
input_data[64] = 32'h58 ; 
input_data[65] = 32'h3B ; 
input_data[66] = 32'h53 ; 
input_data[67] = 32'h4B ; 
input_data[68] = 32'h7D ; 
input_data[69] = 32'h87 ; 
input_data[70] = 32'h76 ; 
input_data[71] = 32'h44 ; 
input_data[72] = 32'h41 ; 
input_data[73] = 32'h46 ; 
input_data[74] = 32'h3C ; 
input_data[75] = 32'h3E ; 
input_data[76] = 32'h42 ; 
input_data[77] = 32'h25 ; 
input_data[78] = 32'h7A ; 
input_data[79] = 32'h6F ; 
input_data[80] = 32'h6A ; 
input_data[81] = 32'h3B ; 
input_data[82] = 32'h33 ; 
input_data[83] = 32'h59 ; 
input_data[84] = 32'h32 ; 
input_data[85] = 32'h34 ; 
input_data[86] = 32'h2B ; 
input_data[87] = 32'h1D ; 
input_data[88] = 32'h74 ; 
input_data[89] = 32'h6F ; 
input_data[90] = 32'h63 ; 
input_data[91] = 32'h64 ; 
input_data[92] = 32'h20 ; 
input_data[93] = 32'h33 ; 
input_data[94] = 32'h1D ; 
input_data[95] = 32'h1E ; 
input_data[96] = 32'h39 ; 
input_data[97] = 32'h1F ; 
input_data[98] = 32'h6D ; 
input_data[99] = 32'h6C ;
end
    always @(posedge clk or posedge rst) begin
        if (rst) begin
            output_data[0] <= 0;
            output_data[1] <= 0;
        end else begin
            for (j = 0; j < 2; j = j + 1) begin
                temp_output[j] = bias[j]; 
                for (i = 0; i < 100; i = i + 1) begin
                    temp_output[j] = temp_output[j] + (input_data[i] * weights[i+j*100]);
                end
            end
            output_data[0] <= temp_output[0];
            output_data[1] <= temp_output[1];
			        if (output_data[0] > output_data[1])
            out <= 1'b0;
        else
            out <= 1'b1;
        end
    end
endmodule
module face_detection (
    input wire clk,
    input wire rst_n,
    input wire [15:0] pixel_in,
    input wire data_valid_in,
    output reg [15:0] pixel_out,
    output reg face_detected
);
    parameter IMG_WIDTH = 640;
    parameter WINDOW_SIZE = 32;
    reg [7:0] line_buffer [0:31];   
    reg [9:0] pixel_x;
    reg [9:0] pixel_y;
    reg [7:0] avg_intensity;
    reg [7:0] prev_intensity;
    reg [1:0] state;
    localparam IDLE = 0,
               DETECT = 1,
               MARK = 2;
    parameter INTENSITY_THRESH = 8'h40;
    parameter DIFF_THRESH = 8'h20;
    function [7:0] rgb565_to_gray;
        input [15:0] rgb;
        begin
            rgb565_to_gray = {rgb[15:11], 3'b0} +  
                            {rgb[10:5], 2'b0} +     
                            {rgb[4:0], 3'b0};       
        end
    endfunction
    always @(posedge clk or negedge rst_n) begin
        if (!rst_n) begin
            state <= IDLE;
            pixel_x <= 0;
            pixel_y <= 0;
            face_detected <= 0;
            pixel_out <= 0;
            avg_intensity <= 0;
            prev_intensity <= 0;
        end
        else if (data_valid_in) begin
            if (pixel_x == IMG_WIDTH-1) begin
                pixel_x <= 0;
                pixel_y <= pixel_y + 1;
            end
            else begin
                pixel_x <= pixel_x + 1;
            end
            prev_intensity <= avg_intensity;
            avg_intensity <= rgb565_to_gray(pixel_in);
            case (state)
                IDLE: begin
                    if (pixel_x > WINDOW_SIZE) begin
                        state <= DETECT;
                    end
                    pixel_out <= pixel_in;
                end
                DETECT: begin
                    if (abs_diff(avg_intensity, prev_intensity) > DIFF_THRESH &&
                        avg_intensity > INTENSITY_THRESH) begin
                        state <= MARK;
                        face_detected <= 1;
                    end
                    else begin
                        face_detected <= 0;
                        pixel_out <= pixel_in;
                    end
                end
                MARK: begin
                    if (face_detected) begin
                        pixel_out <= 16'hF800;   
                        state <= IDLE;
                    end
                    else begin
                        pixel_out <= pixel_in;
                        state <= DETECT;
                    end
                end
                default: state <= IDLE;
            endcase
        end
    end
    function [7:0] abs_diff;
        input [7:0] a, b;
        begin
            abs_diff = (a > b) ? (a - b) : (b - a);
        end
    endfunction
endmodule
module image_processor(
    input wire clk,
    input wire rst_n,
    input wire [15:0] pixel_in,
    input wire data_valid_in,
    output wire [15:0] pixel_out,
    output wire data_valid_out,
    input wire [2:0] threshold
);
    wire face_detected;
    wire [15:0] face_pixel_out;
    wire nn_out;
    wire [15:0] enhanced_pixel;
    face_detection face_detect_inst (   
        .clk(clk),
        .rst_n(rst_n),
        .pixel_in(pixel_in),
        .data_valid_in(data_valid_in),
        .pixel_out(face_pixel_out),
        .face_detected(face_detected)
    );
    dense_layer neural_net (
        .clk(clk),
        .rst(~rst_n),
        .out(nn_out)
    );
    reg [15:0] enhanced_pixel_reg;
    reg process_valid;
    wire [3:0] enhance_factor = {1'b0, threshold};
    always @(posedge clk or negedge rst_n) begin
        if (!rst_n) begin
            enhanced_pixel_reg <= 16'h0000;
            process_valid <= 1'b0;
        end 
        else begin
            if (data_valid_in) begin
                if (nn_out) begin
                    enhanced_pixel_reg <= {
                        pixel_in[15:11] + ((5'h1F - pixel_in[15:11]) >> enhance_factor),
                        pixel_in[10:5] + ((6'h3F - pixel_in[10:5]) >> enhance_factor),
                        pixel_in[4:0] + ((5'h1F - pixel_in[4:0]) >> enhance_factor)
                    };
                end 
                else begin
                    enhanced_pixel_reg <= pixel_in;
                end
                process_valid <= 1'b1;
            end 
            else begin
                process_valid <= 1'b0;
            end
        end
    end
    assign pixel_out = face_detected ? face_pixel_out : enhanced_pixel_reg;
    assign data_valid_out = process_valid;
endmodule
--- ./config.mk ---
export PLATFORM = sky130hd
export DESIGN_NAME = image_processor
export DESIGN_NICKNAME = image_processor
export VERILOG_FILES = /design/flow/design.v
export SDC_FILE = /design/flow/constraint.sdc
export NUM_CORES = 4
export LEC_CHECK = 1
export CORE_UTILIZATION = 40
export SYNTH_MEMORY_MAX_BITS = 65536
--- ./run.sh ---
#!/bin/bash
# OpenROAD 26Q1-2900-gdf79404cd8, Yosys 0.63+post, stock flow scripts
make -C /OpenROAD-flow-scripts/flow DESIGN_CONFIG=/design/flow/config.mk WORK_HOME=/design/flow/orfs finish
--- ./constraint.sdc ---
current_design image_processor

set clk_period 6.9
set clk_io_pct 0.2

create_clock -name clk0 -period $clk_period [get_ports {clk}]

set non_clock_inputs [all_inputs -no_clocks]
set_input_delay [expr $clk_period * $clk_io_pct] -clock clk0 $non_clock_inputs
set_output_delay [expr $clk_period * $clk_io_pct] -clock clk0 [all_outputs]
==> results.txt <==
Implementation progress

After synthesis, the chip area reported by Yosys is approximately 4400 µm². The post-synthesis sequential area ratio stands at 0.337. Counting I/O delays and the setup requirement, the final critical path takes between 4 and 5 ns. TritonCTS built the clock tree. In this run, the synthesized area fraction spent on xor and xnor cells is recorded as 0.0540. In this run, the synthesized area fraction spent on adder and majority cells is recorded as 0.125.

The cell sequence reported for the critical path is clkdlybuf4s50_1, mux2_2, nand2_1, o21ai_0, o21ai_0, ha_1, a21o_1, a21oi_1, o21bai_1, a21oi_1, xnor2_1, a21oi_1. The worst slew margin relative to its limit stands at 0.458. The post-detailed-route wirelength per cell stands at approximately 14 µm. The area growth from synthesis to layout stands at 14.5%. In this run the power density over the cells is 313 nW/µm². In this run the most critical hold path is launched from face_detect_inst.pixel_out[15]. In the hold timing report, the worst path depth is 1. The all-layer global routing usage stands at 0.171. The detailed placer's ending HPWL stands at ~6500 µm. The floorplan die height stands at about 110 µm.

The H-tree was split into 3 levels. The area share of and/or/nand/nor cells after synthesis stands at 0.140. The iteration-0 DRC count of the detailed router stands at between 100 and 150. From left edge to right edge, the die measures ~110 µm. The floorplan step records an initial core utilization of 0.419.

The tree is rooted in a clkbuf_8. The worst register-to-register path depth is 8. The via count of the first global-routing pass is approximately 3200. Once placement finished, the instance area stood at roughly 4800 µm².

Synthesis produced a netlist whose cell count is between 400 and 500. The worst clock skew stands at 0.0131 ns. The endpoint identified for the worst register-to-register timing path is face_detect_inst.pixel_out[15]. The number of maximum-capacitance violations recorded for the run is 0. The first global-routing pass estimated 15100 µm of wire. Of the total synthesized cell area, the portion taken by AND-OR and OR-AND cells is 0.135. The synthesis report lists the Yosys warning total as 3.

The maximum vdd ir drop stands at around 0.14 mV. Counting pins that exceed their max-slew limit in the final report gives 0. By count the netlist is led by 58 x dfrtp_1, 47 x inv_1, 46 x nand2_1. STA classifies the critical path startpoint as an input port. The required time at the worst-slack endpoint stands at slightly above 7 ns.

The average instance area after synthesis stands at approximately 9.4 µm². In the hold report, the worst path ends at face_detect_inst.pixel_out[15]. The post-synthesis instance area stands at 4380 µm². The arrival time reported for the critical path endpoint stands at ~4.5 ns.

Excluding fillers, the count of instances in the completed layout stands at between 600 and 700. STA classifies the critical path endpoint as a flop. The clock drives approximately 59 sinks.

The timing report shows the most common cell along the critical path to be a21oi_1. The slew at the pin with the worst max-slew slack stands at 0.810 ns. The die footprint stands at 11400 µm². After detailed routing, the number of vias per cell comes to a little over 5. Yosys reported that registers with async set or reset make up 1.00.

The post-cts gate resize count stands at 0. The count of input and output buffers stands at 38. For reference, the most critical setup path is categorized as input port to flop. Global routing finished with a remaining overflow of 0. The worst-case clock buffer depth stands at 2. Entering global routing, the biggest net connects between 60 and 70 pins.

The setup TNS stands at 0 ns. In this run, synthesis produced a sequential element count of roughly 59. The count of flip-flops with a built-in enable after synthesis stands at 0. Note that the worst hold path type here is flop to flop.

For this run, design rule violations remaining after detail routing come to 0. The maximum net fanout on the critical path stands at 21. In this run the register-to-register setup slack is ~3.4 ns. The area of all placed cells without fillers stands at 5010 µm². The first-pass iteration count of the detailed router stands at 4. The via count of the routed design stands at 3291. Setup repair after global routing left no endpoint under its margin. Summed over all layers, the routed wires come to between 8000 and 9000 µm. The number of top-level pins stands at 39.

The count of hold buffers inserted by post-cts repair stands at 0. 0 antenna diodes ended up in the layout. The number of antenna violations at the first check in global routing stands at 0.

The later pin in the worst-skew pair is clocked with a latency of about 0.33 ns. After synthesis, the netlist uses 60 different library cells. The maximum clock frequency stands at 233 MHz. The post-CTS setup repair buffer count stands at 0. In this run the critical register-to-register path is launched from face_detect_inst.avg_intensity[5]. The ratio of final minimum period to clock period stands at 0.621.

The cell type that accounts for the most area after synthesis is dfrtp_1. The synthesis run identifies the leading combinational cell family as simple AND/OR/NAND/NOR gates. The total count of hold-check failures in the final report stands at 0. The share of layout cells above drive strength 1 stands at 0.135. Endpoints with negative setup slack in the final report add up to 0. The flow ran to the end, and the final reports show no timing, DRC or antenna violations. Among all stages on the critical path, the maximum delay recorded is between 0.9 and 1 ns.

The final RePlAce weighted congestion stands at roughly 0.86. The clock buffer count from CTS stands at 9. On the worst setup and hold paths after CTS, the clock-pin slew comes to around 0.070 ns. OpenROAD emitted warnings numbering 33. In this run, placement finished with an instance count of 622. Post-synth the commonest register cell is dfrtp_1. The core footprint stands at 10500 µm².

The most common cell in the synthesized netlist is dfrtp_1. The residual antenna-violating net count after detailed routing stands at 0. The slowest stage of the critical path is the clkdlybuf4s50_1 cell. The total cells reported by yosys after synthesis stands at roughly 470.

The number of core rows stands at 37. After synthesis, the share of cell area in mux cells is 0.139. The leakage component of the power was reported as approximately 2.3 nW.

The share of synthesized area in the top cell type comes to 0.331. The main area contributors are dfrtp_1 33%, mux2_2 9.0%, ha_1 8.9%, xnor2_1 4.4%, inv_1 4.0%.
==> layout by cell type (no fill, tap or decap), types with 3 or more instances in the layout <==
cell type,synthesis,routed
dfrtp_1,58,58
inv_1,47,47
nand2_1,46,46
clkdlybuf4s50_1,0,36
mux2_2,35,35
nor2_1,31,31
ha_1,31,31
a21oi_1,23,23
o21ai_0,22,22
xnor2_1,22,22
mux2i_1,17,17
clkbuf_8,0,13
nand3_1,10,10
nor3_1,8,8
nor2b_1,8,8
a21o_1,8,8
fa_1,8,8
nand2b_1,6,6
o21a_1,5,5
xor2_1,5,5
or2_2,4,4
o31a_1,4,4
nor4_1,3,3
nand4_1,3,3
and3_1,3,3
buf_4,1,3
==> critical path, delay by kind of cell <==
kind / cells / cell delay (ns)
buf+inv: 1 / 0.99
fa+ha+maj: 1 / 0.31
compound gates: 7 / 1.16
xor+xnor: 1 / 0.14
simple gates: 1 / 0.06
mux: 1 / 0.42
==> report_power, final <==
group          switching [mW]  internal (mW)
clock                   0.134          0.169
sequential             0.0773          0.457
combinational           0.335          0.398
==> metal layers <==
| layer | up-vias | routed length [µm] | GRT usage |
|---|---|---|---|
| met4 | 0 | 55 | 0.0186 |
| met1 | 1562 | 4070 | 0.255 |
| li1 | 1660 | - | - |
| met5 | - | 0 | 0 |
| met2 | 65 | 4340 | 0.278 |
| met3 | 4 | 385 | 0.0316 |
==> through the flow <==
stage,worst slack (ns),utilization,total power [mW],hold slack [ns]
2_1_floorplan,3.22,-,1.05,0.475
3_3_place_gp,2.32,0.460,1.27,0.484
3_5_place_dp,2.29,0.460,1.28,0.490
4_1_cts,2.63,0.479,1.60,0.509
5_1_grt,2.30,0.479,1.70,0.514
6_report,2.61,0.479,1.57,0.506
==> worst max-delay path by stage <==
stage / start / to / slack (ns) / cells after the start
6_report: threshold[0] / enhanced_pixel_reg[10] / 2.61 / 12
4_1_cts: threshold[0] / enhanced_pixel_reg[10] / 2.63 / 12
5_1_grt: threshold[0] / enhanced_pixel_reg[10] / 2.30 / 12
==> logic make-up after synthesis <==
family                   Yosys count
buffers and inverters             69
XOR/XNOR                          27
AND/OR/NAND/NOR                  130
flip-flops                        59
AND-OR/OR-AND                     89
multiplexers                      54
adder cells (fa/ha/maj)           39
==> area by class of cell <==
| cell class | count | area (µm²) |
|---|---|---|
| Clock buffer | 13 | 179 |
| Clock inverter | 3 | 20.0 |
| Fill cell | 1042 | 5450 |
| Inverter | 47 | 176 |
| Multi-Input combinational cell | 339 | 2600 |
| Sequential cell | 59 | 1480 |
| Tap cell | 136 | 170 |
| Timing Repair Buffer | 41 | 393 |
Power and IR drop assume default switching activity.
