## /design/flow/design.v

```verilog
module advanced_face_detection (
    input wire clk,
    input wire rst_n,
    input wire [15:0] pixel_in,
    input wire data_valid_in,
    output reg [15:0] pixel_out,
    output reg face_detected
);
    parameter IMG_WIDTH = 640;
    parameter IMG_HEIGHT = 480;
    parameter WIN_SIZE = 30;   
    parameter MAX_COMPONENTS = 5;  
    parameter [7:0] Y_MIN = 8'd60;
    parameter [7:0] Y_MAX = 8'd250;
    parameter [7:0] CB_MIN = 8'd85;
    parameter [7:0] CB_MAX = 8'd135;
    parameter [7:0] CR_MIN = 8'd135;
    parameter [7:0] CR_MAX = 8'd180;
    reg [7:0] line_buffer [0:IMG_WIDTH-1];
    reg [9:0] x_pos, y_pos;
    reg [9:0] comp_x [0:MAX_COMPONENTS-1];
    reg [9:0] comp_y [0:MAX_COMPONENTS-1];
    reg [9:0] comp_width [0:MAX_COMPONENTS-1];
    reg [9:0] comp_height [0:MAX_COMPONENTS-1];
    reg [2:0] comp_count;
    reg [3:0] curr_comp;  
    reg merged;
    reg is_face_pixel;
    wire [7:0] Y, Cb, Cr;
    reg [7:0] r, g, b;
    always @* begin
        r = {pixel_in[15:11], pixel_in[15:13]};
        g = {pixel_in[10:5], pixel_in[10:9]};
        b = {pixel_in[4:0], pixel_in[4:2]};
    end
    assign Y  = ((r << 2) + (r << 1) + (g << 3) + g + (b << 2) + b) >> 4;
    assign Cb = 128 + ((-((r << 2) + (r << 1)) - (g << 2) - (g << 1) + (b << 3) + (b << 1)) >> 4);
    assign Cr = 128 + ((r << 3) + (r << 1) - (g << 2) - (g << 3) - (b << 1)) >> 4;
    function is_skin;
        input [7:0] y, cb, cr;
        begin
            is_skin = (y >= Y_MIN && y <= Y_MAX &&
                      cb >= CB_MIN && cb <= CB_MAX &&
                      cr >= CR_MIN && cr <= CR_MAX);
        end
    endfunction
    function should_merge;
        input [9:0] x1, y1, w1, h1;
        input [9:0] x2, y2, w2, h2;
        reg overlap_x, overlap_y;
        begin
            overlap_x = (x1 + w1 >= x2) && (x2 + w2 >= x1);
            overlap_y = (y1 + h1 >= y2) && (y2 + h2 >= y1);
            should_merge = overlap_x && overlap_y;
        end
    endfunction
    always @(posedge clk or negedge rst_n) begin
        if (!rst_n) begin
            x_pos <= 0;
            y_pos <= 0;
            face_detected <= 0;
            pixel_out <= 0;
            comp_count <= 0;
            curr_comp <= 0;
            merged <= 0;
            is_face_pixel <= 0;
        end
        else if (data_valid_in) begin
            if (x_pos == IMG_WIDTH-1) begin
                x_pos <= 0;
                y_pos <= (y_pos == IMG_HEIGHT-1) ? 0 : y_pos + 1;
            end
            else begin
                x_pos <= x_pos + 1;
            end
            merged <= 0;
            is_face_pixel <= 0;
            if (is_skin(Y, Cb, Cr)) begin
                if (curr_comp < comp_count) begin
                    if (should_merge(comp_x[curr_comp], comp_y[curr_comp], 
                                   comp_width[curr_comp], comp_height[curr_comp],
                                   x_pos, y_pos, 1, 1)) begin
                        if (x_pos < comp_x[curr_comp]) begin
                            comp_width[curr_comp] <= comp_width[curr_comp] + (comp_x[curr_comp] - x_pos);
                            comp_x[curr_comp] <= x_pos;
                        end
                        else if (x_pos > comp_x[curr_comp] + comp_width[curr_comp]) begin
                            comp_width[curr_comp] <= x_pos - comp_x[curr_comp];
                        end
                        if (y_pos > comp_y[curr_comp] + comp_height[curr_comp]) begin
                            comp_height[curr_comp] <= y_pos - comp_y[curr_comp];
                        end
                        merged <= 1;
                        if (comp_width[curr_comp] >= WIN_SIZE && 
                            comp_height[curr_comp] >= WIN_SIZE) begin
                            is_face_pixel <= 1;
                        end
                    end
                    curr_comp <= curr_comp + 1;
                end
                else begin
                    curr_comp <= 0;
                    if (!merged && comp_count < MAX_COMPONENTS) begin
                        comp_x[comp_count] <= x_pos;
                        comp_y[comp_count] <= y_pos;
                        comp_width[comp_count] <= 1;
                        comp_height[comp_count] <= 1;
                        comp_count <= comp_count + 1;
                    end
                end
                if (is_face_pixel) begin
                    face_detected <= 1;
                    pixel_out <= 16'hF800;  
                end
                else begin
                    face_detected <= 0;
                    pixel_out <= pixel_in;
                end
            end
            else begin
                curr_comp <= 0;
                face_detected <= 0;
                pixel_out <= pixel_in;
            end
            if (x_pos == IMG_WIDTH-1 && y_pos == IMG_HEIGHT-1) begin
                comp_count <= 0;
                curr_comp <= 0;
            end
        end
    end
endmodule
```

## /design/flow/run.sh

```bash
#!/bin/bash
# OpenROAD 26Q1-2900-gdf79404cd8, Yosys 0.63+post, stock flow scripts
make -C /OpenROAD-flow-scripts/flow DESIGN_CONFIG=/design/flow/config.mk WORK_HOME=/design/flow/orfs finish
```

## /design/flow/config.mk

```make
export PLATFORM = sky130hd
export DESIGN_NAME = advanced_face_detection
export DESIGN_NICKNAME = advanced_face_detection
export VERILOG_FILES = /design/flow/design.v
export SDC_FILE = /design/flow/constraint.sdc
export NUM_CORES = 4
export LEC_CHECK = 1
export CORE_AREA = 10 10 70 70
export DIE_AREA = 0 0 80 80
```

## /design/flow/constraint.sdc

```tcl
current_design advanced_face_detection

set clk_period 1.1
set clk_io_pct 0.2

create_clock -name clk0 -period $clk_period [get_ports {clk}]

set non_clock_inputs [all_inputs -no_clocks]
set_input_delay [expr $clk_period * $clk_io_pct] -clock clk0 $non_clock_inputs
set_output_delay [expr $clk_period * $clk_io_pct] -clock clk0 [all_outputs]
```

==> flow_summary.toml <==
# flow metrics
[logic_synthesis]
yosys_cells = 36
yosys_area_um2 = 661
ys_top_cells_by_area = "sky130_fd_sc_hd__dfrtp_1 (61%), sky130_fd_sc_hd__mux2_4 (23%), sky130_fd_sc_hd__mux2_2 (10%), sky130_fd_sc_hd__buf_12 (3.0%), sky130_fd_sc_hd__buf_6 (1.7%)"
postSynthAreaPerCell_um2 = 18.4
synth.top_cell.area_share = 0.606
largest_area_cell = "sky130_fd_sc_hd__dfrtp_1"
yosys_cell_types = 7
synth.yosys.warnings = 5
syn-instance-count = 36
mappedNetlistArea_um2 = 661
postSynthSeqShare = 0.606
yosys_register_bits = 16

[clocking]
worst_skew_pair.late_latency_ps = 270
cts.hold.buffers_added = 0
cts_buffers = 3
clock_sink_count = 16
cts_tree = "yes"
worst_setup_hold_path_clk_slew_ps = 80
ctsLongestPathBuffers = 2
cts.htree.levels = 1
cts_root_buffer = "sky130_fd_sc_hd__clkbuf_4"

[place]
portBuffers = 34
routabilityCongestion = 0.691
dpl-instance-area_mm2 = 0.00105
post_placement_setup_slack_ps = -271
dpl.hpwl_um = 1210

[cells_and_area]
number_of_flip_flops_in_the_largest_register = 16
final_common_cell = "sky130_fd_sc_hd__clkdlybuf4s50_1"
area_delta_synth_final_pct = 61.6
layout.filler_cells = 356
finalInstanceArea_mm2 = 0.00107
max_flop_register = "pixel_out"
drive_above_1_share = 0.543
layout_top_cells_excl_fill_tap = "sky130_fd_sc_hd__clkdlybuf4s50_1 (18), sky130_fd_sc_hd__dfrtp_1 (16), sky130_fd_sc_hd__clkbuf_2 (14), sky130_fd_sc_hd__mux2_4 (10), sky130_fd_sc_hd__buf_4 (10)"
top_regs = "pixel_out: 16 flops"

[critical_path]
critical_path_arrival_ps = 1240
worst-setup-path-type = "primary input to flip-flop"
worstPathBufferInverterCount = 2
timing.critical_path.to_type = "flip-flop"
cp_data_required_time_ps = 1270
worstRegToRegCells = 3
timing.critical_path.max_delay_family = "buffers and inverters"
r2r-start = "pixel_out[9]$_DFFE_PN0P_"
path_cells = "clkdlybuf4s50_1, buf_12, mux2_2"
start_kind = "primary input"
cp_max_fo = 16
worst-r2r-setup-slack_ps = 110
worst_r2r_dst = "pixel_out[9]$_DFFE_PN0P_"
crit_path_top_delay_cell = "sky130_fd_sc_hd__clkdlybuf4s50_1"
critical-path-max-stage-delay_ps = 500

[detailed_routing]
vias_per_cell = 3.50
route.detailed.wl_per_inst_um = 12.6
initialDrtViolationCount = 7
detail_route.first_pass.iterations = 2
post-route-drc-count = 0
drt.antenna.violating_nets = 0
via_count = 445
diodes = 0
drt-total-wl_um = 1600

[sta]
setup_viol = 0
final-max-slew-violation-count = 0
finalCritPeriodShare = 0.975
fin_ws_ps = 27.0
setup_repair_after_global_routing_missed_its_margin = "no"
final_period_minus_worst_setup_slack_ps = 1070
fmax_mhz = 932
worst_clock_skew_ps = 0
final_hold_viol_count = 0

[power_and_ir_drop]
power.static_leakage_nw = 0.505
finalPower_mw = 1.25
cellPowerDensity_mw_per_mm2 = 1170
worst_ir_drop_vdd_v = 0.000490

[worst_hold_path]
hold_path.class = "primary input to asynchronous set/reset pin"

[global_routing]
overflow_left_after_global_routing = 0
grt_pass1_vias = 495
antenna_violations_before_repair = 0
grt_pass1_wl_um = 2380
gr-usage-all-layers = 0.0488
grt_max_degree = 17

[floorplanning]
placeableCoreArea_mm2 = 0.00342
placement_rows = 21
floorplan_utilization = 0.193
die_w_um = 80
chip_area_mm2 = 0.00640
pin_count = 36
chipHeight_um = 80

[run]
max_cap_viol_count = 0
tool_warnings = 25

[outcome]
outcome = "completed"
cells in the mapped netlist (all sizes together):
library cell	count
dfrtp	16
mux2	16
buf	3
conb	1
kinds of logic after synthesis:
group | count (synthesis) | share of synthesized area
muxes | 16 | 0.330
DFF | 16 | 0.606
buffers and inverters | 3 | 0.0587
other | 1 | 0.00568
report_power, final:
group / total, mW / switching, mW / internal (mW)
clock: 0.286 / 0.159 / 0.127
sequential: 0.676 / 0.0299 / 0.647
combinational: 0.286 / 0.0698 / 0.217
total: 1.25 / 0.259 / 0.990
cell type report:
type	count	area (um^2)	area share
timing repair buffer	45	365	0.342
sequential	16	400	0.375
multi-input combinational	17	221	0.208
tap	46	57.6	0.0539
clock buffer	3	22.5	0.0211
per-stage QoR:
step / hold WS (ps) / utilization / TNS [ps] / std cells
finish: 264 / 0.312 / 0 / 127
global route: 273 / 0.312 / 0 / 127
CTS: 255 / 0.324 / 0 / 123
detailed placement: 496 / 0.307 / -3990 / 115
global placement: 490 / 0.307 / -3860 / 115
floorplan: -75.6 / - / 0 / 36
timing repair:
| item | 4_1_cts | 5_1_grt |
|---|---|---|
| gates resized | 32 | 14 |
| setup buffers | 5 | 4 |
| pin swaps | 0 | 0 |
| setup endpoints to repair | 16 | 15 |
layer usage:
layer	wire, um	part of all wire	global-route usage
met1	686	0.43	0.0615
met2	675	0.42	0.0682
met3	241	0.15	0.0386
met4	0	0	0
met5	0	0	0
worst max-delay path by stage:
stage | start | endpoint | slack [ps] | cells past startpoint
6_report | data_valid_in | pixel_out[3]$_DFFE_PN0P_ | 30 | 3
5_1_grt | pixel_out[9]$_DFFE_PN0P_ | pixel_out[9] | 6 | 1
4_1_cts | pixel_out[2]$_DFFE_PN0P_ | pixel_out[2] | 6 | 1
