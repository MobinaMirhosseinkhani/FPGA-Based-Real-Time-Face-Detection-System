==> flow/run.sh <==
#!/bin/bash
# OpenROAD 26Q1-2900-gdf79404cd8, Yosys 0.63+post, stock flow scripts
make -C /OpenROAD-flow-scripts/flow DESIGN_CONFIG=/design/flow/config.mk WORK_HOME=/design/flow/orfs finish
==> flow/config.mk <==
export PLATFORM = sky130hd
export DESIGN_NAME = asyn_fifo
export DESIGN_NICKNAME = asyn_fifo
export VERILOG_FILES = /design/flow/design.v
export SDC_FILE = /design/flow/constraint.sdc
export NUM_CORES = 4
export LEC_CHECK = 1
export CORE_UTILIZATION = 40
export SYNTH_MEMORY_MAX_BITS = 65536
==> flow/constraint.sdc <==
current_design asyn_fifo

set clk_period 357.0
set clk_io_pct 0.2

create_clock -name clk0 -period $clk_period [get_ports {clk_read}]
create_clock -name clk1 -period $clk_period [get_ports {clk_write}]

set non_clock_inputs [all_inputs -no_clocks]
set_input_delay [expr $clk_period * $clk_io_pct] -clock clk0 $non_clock_inputs
set_output_delay [expr $clk_period * $clk_io_pct] -clock clk0 [all_outputs]
==> flow/design.v <==
`timescale 1ns / 1ps
module asyn_fifo
	#(
		parameter DATA_WIDTH=8,
					 FIFO_DEPTH_WIDTH=11   
	)
	(
	input wire rst_n,
	input wire clk_write,clk_read,  
	input wire write,read, 
	input wire [DATA_WIDTH-1:0] data_write,  
	output wire [DATA_WIDTH-1:0] data_read,  
	output reg full,empty,  
	output reg[FIFO_DEPTH_WIDTH-1:0] data_count_w,data_count_r  
    );
	 localparam FIFO_DEPTH=2**FIFO_DEPTH_WIDTH;
	 initial begin
		full=0;
		empty=1;
	 end
	 reg[FIFO_DEPTH_WIDTH:0] w_ptr_q=0;  
	 reg[FIFO_DEPTH_WIDTH:0] r_ptr_sync;  
	 wire[FIFO_DEPTH_WIDTH:0] w_grey,w_grey_nxt;  
	 reg[FIFO_DEPTH_WIDTH:0] r_grey_sync;  
	 wire we;
	 reg[3:0] i;  
	 assign w_grey=w_ptr_q^(w_ptr_q>>1);  
	 assign w_grey_nxt=(w_ptr_q+1'b1)^((w_ptr_q+1'b1)>>1);   
	 assign we= write && !full; 
	 always @(posedge clk_write,negedge rst_n) begin
		if(!rst_n) begin
			w_ptr_q<=0;
			full<=0;
		end
		else begin
			if(write && !full) begin  
				w_ptr_q<=w_ptr_q+1'b1; 
				full <= w_grey_nxt == {~r_grey_sync[FIFO_DEPTH_WIDTH:FIFO_DEPTH_WIDTH-1],r_grey_sync[FIFO_DEPTH_WIDTH-2:0]};  
			end
			else full <= w_grey == {~r_grey_sync[FIFO_DEPTH_WIDTH:FIFO_DEPTH_WIDTH-1],r_grey_sync[FIFO_DEPTH_WIDTH-2:0]}; 
			for(i=0;i<=FIFO_DEPTH_WIDTH;i=i+1) r_ptr_sync[i]=^(r_grey_sync>>i);  
			data_count_w <= (w_ptr_q>=r_ptr_sync)? (w_ptr_q-r_ptr_sync):(FIFO_DEPTH-r_ptr_sync+w_ptr_q);  
		end							
	 end
	 reg[FIFO_DEPTH_WIDTH:0] r_ptr_q=0;  
	 wire[FIFO_DEPTH_WIDTH:0] r_ptr_d;
	 reg[FIFO_DEPTH_WIDTH:0] w_ptr_sync;  
	 reg[FIFO_DEPTH_WIDTH:0] w_grey_sync;  
	 wire[FIFO_DEPTH_WIDTH:0] r_grey,r_grey_nxt;  
	 assign r_grey= r_ptr_q^(r_ptr_q>>1);   
	 assign r_grey_nxt= (r_ptr_q+1'b1)^((r_ptr_q+1'b1)>>1);  
	 assign r_ptr_d= (read && !empty)? r_ptr_q+1'b1:r_ptr_q;
	 always @(posedge clk_read,negedge rst_n) begin
		if(!rst_n) begin
			r_ptr_q<=0;
			empty<=1;
		end
		else begin
			r_ptr_q<=r_ptr_d;
			if(read && !empty) empty <= r_grey_nxt==w_grey_sync; 
			else empty <= r_grey==w_grey_sync; 
			for(i=0;i<=FIFO_DEPTH_WIDTH;i=i+1) w_ptr_sync[i]=^(w_grey_sync>>i);  
			data_count_r = (w_ptr_q>=r_ptr_sync)? (w_ptr_q-r_ptr_sync):(FIFO_DEPTH-r_ptr_sync+w_ptr_q);  
		end
	 end
	 reg[FIFO_DEPTH_WIDTH:0] r_grey_sync_temp;
	 reg[FIFO_DEPTH_WIDTH:0] w_grey_sync_temp;
	 always @(posedge clk_write) begin  
		r_grey_sync_temp<=r_grey; 
		r_grey_sync<=r_grey_sync_temp;
	 end
	 always @(posedge clk_read) begin  
		w_grey_sync_temp<=w_grey;
		w_grey_sync<=w_grey_sync_temp;
	 end
	dual_port_sync #(.ADDR_WIDTH(FIFO_DEPTH_WIDTH) , .DATA_WIDTH(DATA_WIDTH)) m0
	(
		.clk_r(clk_read),
		.clk_w(clk_write),
		.we(we),
		.din(data_write),
		.addr_a(w_ptr_q[FIFO_DEPTH_WIDTH-1:0]),  
		.addr_b(r_ptr_d[FIFO_DEPTH_WIDTH-1:0] ),  
		.dout(data_read)
	);
endmodule
module dual_port_sync
	#(
		parameter ADDR_WIDTH=11,  
					 DATA_WIDTH=8
	)
	(
		input clk_r,
		input clk_w,
		input we, 
		input[DATA_WIDTH-1:0] din,
		input[ADDR_WIDTH-1:0] addr_a,addr_b,  
		output[DATA_WIDTH-1:0] dout
	);
	reg[DATA_WIDTH-1:0] ram[2**ADDR_WIDTH-1:0];
	reg[ADDR_WIDTH-1:0] addr_b_q;
	always @(posedge clk_w) begin
		if(we) ram[addr_a]<=din;
	end
	always @(posedge clk_r) begin
		addr_b_q<=addr_b;	
	end
	assign dout=ram[addr_b_q];
endmodule
==> impl_metrics.tcl <==
# place-and-route summary
set metrics [dict create \
    place.gp.congestion 0.865 \
    num_rows 462 \
    synth_cell_types 44 \
    ys_seq_frac 0.779 \
    drcViolationCount 0 \
    max_cap_viol_count 0 \
    route.vias.total 283647 \
    drive_gt1_frac 0.315 \
    mostFrequentLayoutCells "edfxtp_1 (16417), mux4_2 (5440), nor2_1 (2086)" \
    p_int_mw 3.85 \
    grt_pass1_wl_mm 2320 \
    syn_to_final_growth_pct 13.5 \
    wl_mm 1620 \
    path_class "flop to primary output" \
    max-slew-margin-rel 0.155 \
    p_total_mw 5.47 \
    hold_class "flop to flop" \
    ios 45 \
    lay_top_count "edfxtp_1" \
    initial_utilization 0.401 \
    cts_sinks 16502 \
    logic_area_um2 134000 \
    r2r_slack_ns 352.06 \
    warnings 135 \
    io_buffers 43 \
    pwr-share-seq 0.394 \
    min_from "r_ptr_q[11]$_DFFE_PN0P_" \
    whs_path_depth 1 \
    rsz0062_at_grt "false" \
    dr.pass1.iters 5 \
    power.density_nw_per_um2 7.59 \
    reg2reg_to "m0.ram[648][2]$_DFFE_PP_" \
    swShare 0.297 \
    regArea_um2 495000 \
    ir_worst_vdd_mv 0.00918 \
    placed_cell_area_um2 667000 \
    async_flop_share 0.00158 \
    die_h_mm 1.26 \
    cts_tree "done" \
    grt_max_degree 133 \
    crit_path_end_kind "primary output" \
    drt-wirelength-per-cell_um 32.2 \
    syn_area_um2 635000 \
    finalWorstSetupSlack_ns 274.70 \
    antenna_found_initial 129 \
    drt_iter0_drc 18909 \
    combPwrFrac 0.294 \
    cts_hold_buf 17 \
    cts_setup_buffers 0 \
    stdcell_area_um2 721000 \
    crit_path_max_incr_delay_ns 0.77 \
    pre_cts_ws_ns 275.00 \
    status "completed" \
    yosys-stat-area_um2 635000 \
    fin_setup_tns_ns 0 \
    grt.overflow.total 0 \
    ff_type "edfxtp_1" \
    p_leak_nw 218 \
    arrival_ns 10.90 \
    grt_pass1_vias 321538 \
    final-setup-viol-count 0 \
    n_fill_cell 126748 \
    ys_cells 26224 \
    core-area_um2 1580000 \
    crit_path_max_fanout 47 \
    fp.dieW_mm 1.26 \
    switchingPower_mw 1.63 \
    post_cts_resized 0 \
    hold_violations 0 \
    drv_slew 0 \
    ys_ff 16502 \
    dieArea_um2 1590000 \
    rr_worst_depth 10 \
    crit_path_frequent_cell "buf_4" \
    fin_skew_ns 0.127 \
    syn_inst 26224 \
    critPathLaunchType "flop" \
    track_usage 0.227 \
    place.detailed.hpwl_mm 1000 \
    slowest_stage "dfxtp_4" \
    edf_count 16417 \
    yosysWarnings 2 \
    avgSynthCellArea_um2 24.2 \
    ant_nets 0 \
    worst_pin_slew_ns 1.26 \
    r2r-start "w_ptr_q[1]$_DFFE_PN0P_" \
    post_drt_via_cell_ratio 5.63 \
    crit_required_ns 285.60 \
    crit_chain "buf_4, buf_4, buf_4, buf_4, buf_4, buf_4, buf_4, buf_4, buf_4, mux4_2, mux4_2, mux4_2, mux4_2, o22ai_1, buf_4, nor4_2, buf_4, clkdlybuf4s50_1" \
    holdPathEnd "r_grey_sync_temp[11]$_DFF_P_" \
    clk_pin_slew_ns 0.06 \
    pwr-share-clk 0.312 \
]
==> power by group through the flow <==
stage / logic, mW / clock network, mW / registers, mW
4_1_cts: 1.63 / 1.74 / 2.15
5_1_grt: 1.71 / 1.81 / 2.15
6_report: 1.61 / 1.71 / 2.15
==> Yosys cell counts (2+ instances only) <==
cell type	n	share of area
nand2_1	117	0.00069
mux4_2	5440	0.19
nor2_1	2086	0.012
ha_1	49	0.00096
nand3b_1	3	0.000035
o21a_1	2	0.000024
or3b_2	2	0.000028
mux2i_1	2	0.000032
and3_1	3	0.000030
inv_1	40	0.00024
nand3_1	47	0.00037
buf_2	351	0.0028
dfrtp_1	25	0.00098
dfxtp_1	59	0.0019
nor3_1	2	0.000016
edfxtp_1	16417	0.78
o22ai_1	32	0.00032
xnor3_1	2	0.000071
xnor2_1	76	0.0010
buf_1	269	0.0016
nor2b_1	16	0.00016
nor4_1	11	0.00011
and2_1	7	0.000069
nand2b_1	4	0.000039
a21oi_1	15	0.00012
nand4_1	6	0.000059
clkbuf_1	1037	0.0061
a21o_1	2	0.000024
xor2_1	39	0.00054
or2_2	18	0.00018
a21boi_0	4	0.000047
o21ai_0	28	0.00022
or3_1	2	0.000020
==> flip-flops by register name, indices dropped and copies added (netlist names), 12 cells and up <==
register	cells
w_grey_sync	12
r_grey_sync	12
r_grey_sync_temp	12
r_ptr_q	12
m0.ram	16384
w_ptr_q	12
w_grey_sync_temp	12
==> per-layer routing <==
metal | GRT usage | vias to the layer above | wire (um)
met5 | 0.0192 | - | 3350
met4 | 0.0667 | 195 | 58800
met3 | 0.204 | 2901 | 327000
met2 | 0.322 | 18790 | 754000
met1 | 0.252 | 145938 | 480000
li1 | - | 115823 | -
==> metrics by stage <==
stage,hold WS (ns),cells,util
2_1_floorplan,0.310,26224,-
3_3_place_gp,0.314,47080,0.421
3_5_place_dp,0.313,47081,0.421
4_1_cts,0.0374,50164,0.455
5_1_grt,0.0909,50279,0.455
6_report,0.138,50405,0.455
==> cell type report <==
cell class | count | area share
Antenna cell | 241 | 0.000837
Clock buffer | 2113 | 0.0628
Clock inverter | 953 | 0.0111
Inverter | 40 | 0.000208
Multi-Input combinational cell | 8025 | 0.186
Sequential cell | 16502 | 0.686
Tap cell | 21112 | 0.0366
Timing Repair Buffer | 1419 | 0.0159
==> worst max path at each step <==
stage                 startpoint  cells after the start  slack, ns            to
6_report  m0.addr_b_q[1]$_DFF_P_                     18     274.70  data_read[3]
5_1_grt   m0.addr_b_q[0]$_DFF_P_                     18     274.05  data_read[3]
4_1_cts   m0.addr_b_q[0]$_DFF_P_                     18     274.58  data_read[3]
==> worst max-delay path, delay by kind of cell, from the launching register on <==
kind            cells  cell delay (ns)
mux                 4             2.15
simple gates        1             0.08
flops               1             0.77
buf+inv            12             6.59
compound gates      1             0.62
==> kinds of logic (layout without fill, tap and decap cells) <==
family,count (synthesis),after routing,synth area share
buf+inv,1697,4525,0.0107
compound gates,90,90,0.000835
other cells,0,241,0
xor+xnor,118,118,0.00169
flops,16502,16502,0.779
simple gates,2325,2325,0.0141
fa+ha+maj,50,50,0.000996
mux,5442,5442,0.193
Power is estimated from default activity; no workload was simulated.
